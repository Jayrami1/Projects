==> design/flow/design.v <==
`timescale 1ns/1ps
module debouncer #(
    parameter WIDTH = 13,
    parameter COUNTER_BITS = 3,
    parameter THRESHOLD = 3
)(
    input  wire [WIDTH-1:0] in,
    input  wire clk,
    output reg [WIDTH-1:0] out
);
  reg [COUNTER_BITS-1:0] counter [WIDTH-1:0];
    reg flag [WIDTH-1:0];
    integer i;
    initial begin
        for (i = 0; i < WIDTH; i = i + 1) begin
            out[i] = 0;
            counter[i] = 0;
            flag[i] = 0;
        end
    end
    genvar g;
    generate
        for (g = 0; g < WIDTH; g = g + 1) begin : gen_loop
            always @(posedge clk) begin
                if (in[g] != out[g])
                    flag[g] <= 1;
                if (flag[g])
                    counter[g] <= counter[g] + 1;
                else
                    counter[g] <= 0;
                if (flag[g] && counter[g] >= THRESHOLD) begin
                    out[g] <= in[g];
                    flag[g] <= 0;
                    counter[g] <= 0;
                end
            end
        end
    endgenerate
endmodule
module MAC #(
    parameter INITIAL_VALUE = 16'h0000
)(
    input btnC,
    input mac_initiate,
    input [7:0] b, c,
    input clk,
    output [15:0] led,
    output reg [15:0] accumulator,
    output reg reset_display_active,
    output reg overflow_flag
);
    assign dp = 1;
    assign an = 4'b1111;   
    assign seg = 7'b1111111;
    reg [7:0] b_reg, c_reg;
    reg [31:0] reset_display_counter;
    wire [15:0] product = b * c;
    wire [16:0] sum = accumulator + product; 
    always @(posedge clk) begin
        if (btnC) begin
            accumulator <= INITIAL_VALUE;
            overflow_flag <= 1'b0;
            reset_display_active <= 1'b1;
            reset_display_counter <= 32'h0;
        end else begin
            if (reset_display_active) begin
                reset_display_counter <= reset_display_counter + 1;
                if(reset_display_counter >= 32'd500_000_000 )   
                    reset_display_active <= 1'b0;
            end
            if (!overflow_flag && b != 8'h00 && c != 8'h00 && mac_initiate) begin
                if (sum[16]) begin
                    overflow_flag <= 1'b1;
                end else begin
                    accumulator <= sum[15:0];
                end
            end
        end
    end
    assign led = overflow_flag ? 16'b0 : accumulator;
endmodule
module seven_segment_display(
    input clk,
    input [2:0] mode,           
    input [15:0] value,         
    output reg [3:0] an,
    output reg [6:0] seg
);
    reg [1:0] digit_select;
    reg [16:0] refresh_counter;
    reg [4:0] char_data;
    initial begin
        an = 4'b1111;
        seg = 7'b1111111;
        refresh_counter = 0;
    end
    always @(posedge clk) begin
        refresh_counter <= refresh_counter + 1;
        digit_select <= refresh_counter[16:15];  
    end
    always @(*) begin
        case(digit_select)
            2'b00: an = 4'b1110;  
            2'b01: an = 4'b1101;  
            2'b10: an = 4'b1011;  
            2'b11: an = 4'b0111;  
            default: an = 4'b1111;
        endcase
    end
    always @(*) begin
        case(mode)
            3'd0: char_data = 5'd31;  
            3'd1: case(digit_select)        
                2'b00: char_data = {1'b0, value[3:0]};
                2'b01: char_data = {1'b0, value[7:4]};
                2'b10: char_data = {1'b0, value[11:8]};
                2'b11: char_data = {1'b0, value[15:12]};
                default: char_data = 5'd31;
            endcase
            3'd2: case(digit_select)       
                2'b11: char_data = 5'd17;  
                2'b10: char_data = 5'd18;  
                2'b01: char_data = 5'd19;  
                2'b00: char_data = 5'd20;  
                default: char_data = 5'd31;
            endcase
            3'd3: case(digit_select)       
                2'b11: char_data = 5'd0;   
                2'b10: char_data = 5'd15;  
                2'b01: char_data = 5'd16;  
                2'b00: char_data = 5'd0;   
                default: char_data = 5'd31;
            endcase
            3'd4: case(digit_select)        
                2'b00: char_data = {1'b0, value[3:0]};
                2'b01: char_data = {1'b0, value[7:4]};
                default: char_data = 5'd31;
            endcase
            default: char_data = 5'd31;    
        endcase
    end
    always @(*) begin
        case(char_data)
            5'd0:  seg = 7'b1000000;  
            5'd1:  seg = 7'b1111001;  
            5'd2:  seg = 7'b0100100;  
            5'd3:  seg = 7'b0110000;  
            5'd4:  seg = 7'b0011001;  
            5'd5:  seg = 7'b0010010;  
            5'd6:  seg = 7'b0000010;  
            5'd7:  seg = 7'b1111000;  
            5'd8:  seg = 7'b0000000;  
            5'd9:  seg = 7'b0010000;  
            5'd10: seg = 7'b0001000;  
            5'd11: seg = 7'b0000011;  
            5'd12: seg = 7'b1000110;  
            5'd13: seg = 7'b0100001;  
            5'd14: seg = 7'b0000110;  
            5'd15: seg = 7'b0001110;  
            5'd16: seg = 7'b1000111;  
            5'd17: seg = 7'b0111111;  
            5'd18: seg = 7'b0101111;  
            5'd19: seg = 7'b0010010;  
            5'd20: seg = 7'b0000111;  
            default: seg = 7'b1111111;
        endcase
    end
endmodule
module DPC(
  input[15:0] sw,
  input btnC,
  input clk,
  output[15:0] led,
  output[6:0] seg,
  output[3:0] an,
  output dp
);
  assign dp = 1;
  wire [7:0] mac_input_b, mac_input_c;
  wire [15:0] accumulator;
  wire overflow_flag, reset_display_active;
  reg initiate_mac, dot_product_computed;
  reg [7:0] A[3:0];
  reg [7:0] B[3:0];
  reg [3:0] A_written, B_written;
  reg [3:0] counter;
  reg [2:0] display_mode;
  reg [15:0] display_value;
  wire mac_enable;
  wire btnC_debounced;
  debouncer #(
    .WIDTH(1),
    .COUNTER_BITS(3),
    .THRESHOLD(3)
  ) debounce_inst (
    .in(btnC),
    .clk(clk),
    .out(btnC_debounced)
  );
  integer i;
  always @(posedge clk) begin
    if (btnC_debounced) begin
      for(i=0; i<4; i=i+1) begin
        A[i] <= 8'b00000000;
        B[i] <= 8'b00000000;
      end
      A_written <= 4'b0000;
      B_written <= 4'b0000;
      dot_product_computed <= 0;
      counter <= 4'b0000;
      initiate_mac <= 0;
    end
    else if(!(A_written==4'b1111 && B_written==4'b1111)) begin
      if (sw[12]) begin
        A[sw[9:8]] <= sw[7:0];
        A_written[sw[9:8]] <= 1'b1;
      end
      if (sw[13]) begin
        B[sw[9:8]] <= sw[7:0];
        B_written[sw[9:8]] <= 1'b1;
      end
    end
    if (A_written == 4'b1111 && B_written == 4'b1111 && !dot_product_computed && !btnC_debounced) begin
        initiate_mac <= 1'b1;
      end
    if (mac_enable && counter < 4) begin
      counter <= counter + 1;
    end else if (counter >= 4) begin
      dot_product_computed <= 1;
    end
  end
  assign mac_enable = initiate_mac & ~dot_product_computed;
  assign mac_input_b = (counter > 3) ? 8'b0 : A[counter];
  assign mac_input_c = (counter > 3) ? 8'b0 : B[counter];
  MAC uut(
    .b(mac_input_b),
    .c(mac_input_c),
    .btnC(btnC_debounced),
    .mac_initiate(mac_enable),
    .clk(clk),
    .led(led),
    .accumulator(accumulator),
    .overflow_flag(overflow_flag),
    .reset_display_active(reset_display_active)
  );
  always @(posedge clk) begin
    if (reset_display_active)
      display_mode <= 3'd2;     
    else if (overflow_flag)
      display_mode <= 3'd3;     
    else if (dot_product_computed && sw[14] && sw[15]) begin
      display_mode <= 3'd1;     
      display_value <= accumulator;
    end
    else if (sw[14] && !sw[15]) begin
      display_mode <= 3'd4;     
      display_value <= {8'd0, A[sw[9:8]]};
    end
    else if (sw[15] && !sw[14]) begin
      display_mode <= 3'd4;     
      display_value <= {8'd0, B[sw[9:8]]};
    end
    else
      display_mode <= 3'd0;     
  end
  seven_segment_display display_unit(
    .clk(clk),
    .mode(display_mode),
    .value(display_value),
    .seg(seg),
    .an(an)
  );
endmodule
==> design/flow/run.sh <==
#!/bin/bash
# OpenROAD 26Q1-2900-gdf79404cd8, Yosys 0.63+post, stock flow scripts
make -C /OpenROAD-flow-scripts/flow DESIGN_CONFIG=/design/flow/config.mk WORK_HOME=/design/flow/orfs finish
==> design/flow/config.mk <==
export PLATFORM = sky130hd
export DESIGN_NAME = DPC
export DESIGN_NICKNAME = DPC
export VERILOG_FILES = /design/flow/design.v
export SDC_FILE = /design/flow/constraint.sdc
export NUM_CORES = 4
export LEC_CHECK = 1
export CORE_UTILIZATION = 40
==> design/flow/constraint.sdc <==
current_design DPC

set clk_period 12.6
set clk_io_pct 0.2

create_clock -name clk0 -period $clk_period [get_ports {clk}]

set non_clock_inputs [all_inputs -no_clocks]
set_input_delay [expr $clk_period * $clk_io_pct] -clock clk0 $non_clock_inputs
set_output_delay [expr $clk_period * $clk_io_pct] -clock clk0 [all_outputs]
==> qor_table.md <==
| Parameter | Value |
| --- | --- |
| Run status | finished, final reports clean |
| Number of CTS-inserted buffers | 17 |
| Origin of the worst min-delay path | display_unit.refresh_counter[15] |
| Antenna violations before repair | 0 |
| Number of ports placed on the die boundary | 46 |
| Period utilization | 53.7% |
| Via Count | 8222 |
| Final estimated routing congestion in global placement | 0.905 |
| Largest voltage drop on the vdd net | 81.9 uV |
| Critical path capture point type | output pin |
| Data arrival time of the critical path | 4250 ps |
| Power per standard cell area | 140 mW/mm^2 |
| Via-per-instance ratio | 5.31 |
| Post-DP HPWL | 19200 microns |
| Launching instance or port of the critical path | display_unit.digit_select[0] |
| Remaining number of nets flagged by the antenna check after routing | 0 |
| Mapped Area | 0.0113 sq mm |
| FF+latch area | 0.00433 sq mm |
| Placed Instances | 1515 |
| Kind of start point of the critical path | flip-flop |
| # Max-Cap Violations | 0 |
| Die outline height | 170 microns |
| # fillers | 2621 |
| Number of gates resized after cts | 0 |
| Number of buffers added for setup after CTS | 0 |
| Buffers from clock root to sink, at most | 2 |
| Share of cells above drive strength 1 | 8.47% |
| Post-synthesis average cell area | 10.0 sq um |
| Floorplan core area | 0.0278 sq mm |
| Tool warnings | 40 |
| Most common logic cells in the final layout | sky130_fd_sc_hd__inv_1 (124), sky130_fd_sc_hd__nor2_1 (94), sky130_fd_sc_hd__dfxtp_1 (89) |
| RSZ-0062 raised after global routing | no |
| Number of warnings printed during yosys synthesis | 9 |
| Achievable frequency | 0.148 GHz |
| TritonCTS clock tree | built |
| Final Non-Filler Cells | 1547 |
| Portion of the post-synthesis area used by sequential elements | 38.4% |
| Post-synthesis cell count | 1129 |
| CTS hold repair buffers | 0 |
| Count of library flops with an enable pin | 85 |
| Iteration tally of the first detailed-router pass | 4 |
| Final Core Density | 45.5% |
| Global-route wire length before repair | 43100 microns |
| Clock root cell | sky130_fd_sc_hd__clkbuf_16 |
| Area delta synth->final | 11.8% |
| Routed WL per cell | 17.2 microns |
| Count of input and output buffers | 42 |
| Hold Crit Class | flip-flop to flip-flop |
| Routed wire length | 26500 microns |
| Setup TNS | 0 ps |
| Worst slew slack as a fraction of its limit | 39.4% |
| Type of the worst setup path | flip-flop to output pin |
| Most frequent logic cell in the layout | sky130_fd_sc_hd__inv_1 |
| Slew of the pin with the lowest slew margin | 907 ps |
| Predominant post-synthesis flop cell | sky130_fd_sc_hd__dfxtp_1 |
| Setup skew after layout | 18.2 ps |
| Required time worst endpoint | 10080 ps |
| H-tree depth | 4 |
| Number of standard cells reported by yosys | 1129 |
| Die Wd | 170 microns |
| Minimum clock period after layout | 6770 ps |
| Worst-path clk slew | 70 ps |
| Floorplan die area | 0.0289 sq mm |
| Count of antenna diodes in the layout | 0 |
| Comb. cell area | 0.00627 sq mm |
| Setup violators final | 0 |
| Critical-path maximum fanout | 11 |
| Largest net degree at the start of global routing | 42 |
| Overall global routing resource usage | 20.2% |
| Leak pwr | 0.00529 uW |
| Total overflow reported by the global router | 0 |
| Number of distinct library cells after synthesis | 70 |
| Yosys chip area | 0.0113 sq mm |
| FP Rows | 61 |
| Floorplan-stage core utilization | 40.7% |
| Vias in the first global route | 8129 |
| Clock Latency Late Sink | 430 ps |
| Yosys reg bits | 174 |
| Number of design rule violations left after detail routing | 0 |
| Number of hold-slack violations in the final timing report | 0 |
| Initial DRC count | 553 |
| Fraction of synthesis flops using an asynchronous set or reset pin | 0% |
| CTS sink cnt | 174 |
| Max-slew violation count | 0 |
-- registers in the layout, summed over array words and instances (netlist names), named ones only --
signal and cells:
initiate_mac 1, B_written 4, uut.accumulator 16, debounce_inst.counter 3
B 32, debounce_inst.out 1, debounce_inst.flag 1, display_value 16
counter 4, uut.reset_display_active 1, A_written 4, dot_product_computed 1
display_unit.refresh_counter 17, A 32, display_mode 4, display_unit.digit_select 2
uut.overflow_flag 1, uut.reset_display_counter 32
-- logic make-up (layout without fill, tap and decap cells) --
family / Yosys count / count (layout) / synth area share (%)
AND/OR/NAND/NOR: 414 / 414 / 19.1
buffers and inverters: 175 / 215 / 6.19
XOR/XNOR: 51 / 51 / 3.95
other: 2 / 2 / 0.0665
AND-OR/OR-AND: 162 / 162 / 9.71
flip-flops: 174 / 174 / 38.4
adder cells (fa/ha/maj): 107 / 107 / 15.2
multiplexers: 44 / 44 / 7.39
-- through the flow --
step / setup slack [ps] / power [uW] / instance area [sq um] / hold slack (ps)
3_3_place_gp: 6330 / 1280 / 12100 / 345
2_1_floorplan: 7130 / 1120 / 11300 / 326
5_1_grt: 5410 / 1880 / 12600 / 369
6_report: 5830 / 1770 / 12600 / 356
3_5_place_dp: 6330 / 1290 / 12100 / 341
4_1_cts: 5830 / 1790 / 12600 / 359
-- synthesized netlist by cell type, drive strengths merged (11+ instances only) --
cell type	number	share of area, %
a211oi	11	0.73
a21oi	38	1.7
and2	51	2.8
and3	70	3.9
buf	13	0.81
clkbuf	37	1.2
dfxtp	89	16
edfxtp	85	23
fa	51	9.0
ha	56	6.2
inv	125	4.2
mux4	31	6.2
nand2	76	2.5
nand3	34	1.6
nand4	24	1.3
nor2	95	3.2
nor2b	14	0.78
nor3	11	0.53
o21ai	30	1.3
o31ai	12	0.84
xnor2	29	2.2
xor2	22	1.7
-- final cells by class --
class	count	share of cell area (%)
multi-input combinational	780	49.6
sequential	174	34.3
timing repair buffer	58	4.28
tap	378	3.74
inverter	125	3.71
clock buffer	18	3.40
clock inverter	14	0.980
-- power by group --
group,switching [uW],total [uW],internal [uW]
sequential,41.5,727,685
combinational,345,549,203
clock,237,497,260
-- metal layers --
metal / GRT usage [%] / vias up / wire, microns
li1: - / 4025 / -
met1: 31.7 / 3925 / 12400
met2: 28.7 / 225 / 11400
met3: 6.13 / 47 / 1890
met4: 5.25 / 0 / 799
met5: 0 / - / 0
-- worst paths after layout --
check                            endpoint  slack [ps]  cells after the start
max                                seg[3]        5830                     11
min          display_unit.digit_select[0]         360                      0
max reg2reg            uut.accumulator[7]        6270                     18
min reg2reg  display_unit.digit_select[0]         360                      0
-- critical path, stage by stage, from the launching register on --
cell and delay, ps:
sky130_fd_sc_hd__dfxtp_1 440, sky130_fd_sc_hd__inv_1 120, sky130_fd_sc_hd__ha_1 330, sky130_fd_sc_hd__a22o_1 250, sky130_fd_sc_hd__o21a_1 160, sky130_fd_sc_hd__a2111oi_1 820, sky130_fd_sc_hd__inv_1 270, sky130_fd_sc_hd__ha_1 420
sky130_fd_sc_hd__mux2_2 280, sky130_fd_sc_hd__nand3_1 80, sky130_fd_sc_hd__o311a_1 190, sky130_fd_sc_hd__clkdlybuf4s50_1 460
Power and IR drop assume default switching activity.
